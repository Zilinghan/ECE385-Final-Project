==> design.v <==
`default_nettype none
`timescale 1ns / 1ps
module bram_sdp #(
    parameter WIDTH=8, 
    parameter DEPTH=256, 
    parameter INIT_F="",
    parameter ADDRW=$clog2(DEPTH)
    ) (
    input wire logic clk_write,                  
    input wire logic clk_read,                   
    input wire logic we,                         
    input wire logic [ADDRW-1:0] addr_write,     
    input wire logic [ADDRW-1:0] addr_read,      
    input wire logic [WIDTH-1:0] data_in,        
    output     logic [WIDTH-1:0] data_out        
    );
    logic [WIDTH-1:0] memory [DEPTH];
    initial begin
        if (INIT_F != 0) begin
            $display("Loading memory init file '%s' into bram_sdp.", INIT_F);
            $readmemh(INIT_F, memory);
        end
    end
    always_ff @(posedge clk_write) begin
        if (we) begin
            memory[addr_write] <= data_in;
        end
    end
    always_ff @(posedge clk_read) begin
        data_out <= memory[addr_read];
    end
endmodule
==> run.sh <==
#!/bin/bash
# OpenROAD 26Q1-2900-gdf79404cd8, Yosys 0.63+post, stock flow scripts
make -C /OpenROAD-flow-scripts/flow DESIGN_CONFIG=/design/flow/config.mk WORK_HOME=/design/flow/orfs finish
==> config.mk <==
export PLATFORM = sky130hd
export DESIGN_NAME = bram_sdp
export DESIGN_NICKNAME = bram_sdp
export VERILOG_FILES = /design/flow/design.v
export SDC_FILE = /design/flow/constraint.sdc
export NUM_CORES = 4
export LEC_CHECK = 1
export CORE_UTILIZATION = 40
==> constraint.sdc <==
current_design bram_sdp

set clk_period 11.1
set clk_io_pct 0.2

create_clock -name clk0 -period $clk_period [get_ports {clk_read}]
create_clock -name clk1 -period $clk_period [get_ports {clk_write}]

set non_clock_inputs [all_inputs -no_clocks]
set_input_delay [expr $clk_period * $clk_io_pct] -clock clk0 $non_clock_inputs
set_output_delay [expr $clk_period * $clk_io_pct] -clock clk0 [all_outputs]
==> results_dict.tcl <==
# metrics dict for downstream scripts
set metrics [dict create \
    r2r_slack_ns 7.49 \
    grt_max_degree 129 \
    ys_cells 3733 \
    syn_area_um2 79600 \
    ys_seq_share_pct 77.5 \
    ctsResizeCount 0 \
    hpwl_um 118000 \
    globalRouteTotalUtil_pct 21.9 \
    vdd_drop_max_v 0.000141 \
    regArea_um2 61700 \
    vias 38200 \
    grt_pass1_wl_um 285000 \
    ys_area_um2 79600 \
    ff_type "edfxtp_1" \
    warnings 33 \
    drtIter0Drc 2467 \
    comb_area_um2 16500 \
    p_per_area_nw_per_um2 179 \
    setup_ws_ns 4.79 \
    grt_pass1_vias 41200 \
    die.size.y_um 448 \
    wl_per_cell_um 29.2 \
    cts.sinks 2056 \
    fp.dieW_um 448 \
    path_class "input port to register" \
    timing.rr.start "memory[67][4]" \
    cp.required_ns 11.19 \
    whs_ns 1.58 \
    ioPinCount 35 \
    hold_depth 6 \
    finalInstanceArea_um2 89700 \
    min_path_type "register to register" \
    critPathLaunchType "input port" \
    synth.distinct_cells 55 \
    die_area_um2 201000 \
    endpoint "data_out[1]" \
    hp-start "memory[40][3]" \
    drt_wl_total_um 196000 \
    cts_hold_buf 0 \
    tightest_slew_ns 1.28 \
    post_cts_buffers 0 \
    drive_gt1_share_pct 22.8 \
    fillCellCount 16300 \
    drc_errors 0 \
    max-slew-margin-rel_pct 14.1 \
    antenna_found_initial 4 \
    placed_cell_area_um2 83100 \
    worst_r2r_endpoint "data_out[4]" \
    port-buffer-count 33 \
    area_delta_synth_final_pct 12.8 \
    yosysWarnings 1 \
    num_rows 163 \
    layout.cells.most_common "edfxtp_1" \
    cap_violations 0 \
    arrival_ns 6.40 \
    place.gp.congestion 0.919 \
    postRouteAntennaNets 0 \
    viasPerCell 5.68 \
    status "finished, final reports clean" \
    setup_violations 0 \
    cts_tree "yes" \
    layout.cells.most_common_list "2048 x edfxtp_1, 454 x mux4_2, 279 x nor2_1, 210 x clkbuf_16, 161 x buf_4" \
    post-place-ws_ns 4.44 \
    worstPathMaxFanout 59 \
    reg2reg_depth 5 \
    startpoint "addr_read[0]" \
    hold_viol_final 0 \
    core_area_um2 197000 \
    finalPower_mw 16.1 \
    power.leakage_nw 27.5 \
    fp_util_pct 40.3 \
    syn_avg_cell_area_um2 21.3 \
    fin_setup_tns_ns 0 \
    edf_count 2048 \
    firstDrtPassIters 5 \
    finalMaxSlewViolations 0 \
    synthCells 3733 \
    grt_overflow 0 \
    clk_pin_slew_ns 0.06 \
    async_flop_share_pct 0 \
    end_kind "register" \
    rsz0062_at_grt "no" \
    ys.flops 2056 \
]
[layout make-up]
| class | instances | share of cell area [%] |
|---|---|---|
| sequential | 2056 | 68.7 |
| multi-input combinational | 1442 | 18.4 |
| clock buffer | 259 | 6.06 |
| tap | 2640 | 3.68 |
| timing repair buffer | 198 | 1.87 |
| clock inverter | 125 | 1.24 |
| antenna | 5 | 0.0139 |
| inverter | 2 | 0.00837 |
[critical path, stage by stage]
cell and delay [ns]:
buf_8 0.52, buf_4 0.64, buf_4 0.63, mux4_2 0.58
nor2b_1 0.14, a211oi_1 0.23, nor2_1 0.12, nor4_1 1.04
nor4_1 0.15
[kinds of logic (layout without fill, tap and decap cells)]
kind of cell,Yosys count,in the layout,synth area share (%)
AOI/OAI and AO/OA,385,385,3.42
buffers and inverters,235,584,1.83
DFF,2056,2056,77.5
muxes,591,591,14.6
other,0,5,0
and+or+nand+nor,466,466,2.63
[synthesized netlist by cell type, types with 16 or more instances]
master       n  area share [%]
o221ai_1    46            0.51
nor2_1     282             1.3
buf_2       31            0.20
nand2_1     33            0.16
mux2i_1    134             1.7
buf_6       21            0.30
nor2b_1     31            0.24
o22ai_1     28            0.22
a211oi_1    16            0.15
mux4_2     454              13
nand3_1     34            0.21
buf_4       27            0.25
buf_1       22            0.10
a21oi_1     96            0.60
nor3_1      22            0.14
a22oi_1    133             1.3
nor4_1      24            0.19
clkbuf_1   111            0.52
edfxtp_1  2048              77
[flip-flops by register name, summed over array words and instances (netlist names)]
register,count
data_out,8
memory,2048
[report_power, final]
part	internal (mW)	switching (mW)	total (mW)
clock network	3.81	2.91	6.72
logic	0.263	0.497	0.760
registers	8.56	0.0207	8.58
total	12.6	3.43	16.1
[metrics by stage]
step	util, %	cells
after floorplan	-	3733
after global placement	42.1	6338
after global routing	45.4	6723
final	45.4	6727
after CTS	45.4	6722
after detailed placement	42.1	6338
[how the worst min path moves through the flow]
stage     slack, ns     endpoint
5_1_grt        1.67  data_out[3]
6_report       1.58  data_out[3]
4_1_cts        1.64  data_out[3]
[routing by layer]
metal / vias up / wire, um / track usage, %
li1: 16100 / - / -
met1: 19700 / 66200 / 28.2
met2: 2059 / 93500 / 32.0
met3: 359 / 29900 / 14.8
met4: 8 / 6670 / 5.72
met5: - / 154 / 0.481
