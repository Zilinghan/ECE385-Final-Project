**/design/flow/design.v**
```verilog
module mouse(
    input logic Clk,
    input logic Reset_h,
    input logic VGA_VS,
    input logic [3:0] KEY,
    input logic [9:0] DrawX, DrawY,
    input logic two_mouse,  
    input logic [7:0] mouse_usb_click,  
    input logic [15:0] mouse_usb_x, mouse_usb_y,  
    output logic is_mouse_second,  
	inout wire PS2_CLK,
	inout wire PS2_DAT,
	inout wire PS2_CLK2,
	inout wire PS2_DAT2,
    output logic [2:0] mouse_ps2_click,  
    output int mouse_ps2_x, mouse_ps2_y,  
    output logic is_mouse  
    );
    localparam Size = 5;
    logic [15:0] mouse_usb_x_sync, mouse_usb_y_sync;
    always_ff @ (posedge VGA_VS)
    begin
        mouse_usb_x_sync <= mouse_usb_x;
        mouse_usb_y_sync <= mouse_usb_y;
    end
    int DistX_usb, DistY_usb;
    assign DistX_usb = DrawX - mouse_usb_x_sync;
    assign DistY_usb = DrawY - mouse_usb_y_sync;
    assign is_mouse_second = (1'd1 == two_mouse) && ((DistX_usb*DistX_usb + DistY_usb*DistY_usb) <= (Size*Size));
    logic [7:0] ps2_dx, ps2_dy;
    ps2 ps2_inst(
		.iSTART(KEY[3]),   
        .iRST_n(KEY[0]),   
        .iCLK_50(Clk),   
        .PS2_CLK(PS2_CLK),  
        .PS2_DAT(PS2_DAT),  
        .BUTTON(mouse_ps2_click),    
        .MOVX(ps2_dx),      
        .MOVY(ps2_dy)       
	);
	logic [7:0] ps2_dx_sync, ps2_dy_sync, ps2_dx_prev, ps2_dy_prev;
	logic [7:0] ps2_dx_diff, ps2_dy_diff;
	int mouse_ps2_x_in, mouse_ps2_y_in;
	int ps2_dx_change, ps2_dy_change;
	assign ps2_dx_diff = ps2_dx_sync+(~ps2_dx_prev+1);
	assign ps2_dy_diff = ps2_dy_prev+(~ps2_dy_sync+1);
	assign ps2_dx_change = {{24{ps2_dx_diff[7]}},ps2_dx_diff};
	assign ps2_dy_change = {{24{ps2_dy_diff[7]}},ps2_dy_diff};
	always_ff @ (posedge VGA_VS)
    begin
		ps2_dx_sync <= ps2_dx;
		ps2_dx_prev <= ps2_dx_sync;
		ps2_dy_sync <= ps2_dy;
		ps2_dy_prev <= ps2_dy_sync;
		if (Reset_h)
		begin
			mouse_ps2_x <= 320;
			mouse_ps2_y <= 240;
		end
		else
		begin
			mouse_ps2_x <= mouse_ps2_x_in;
			mouse_ps2_y <= mouse_ps2_y_in;			
		end
    end
	always_comb
	begin
		mouse_ps2_x_in = mouse_ps2_x + ps2_dx_change;
		mouse_ps2_y_in = mouse_ps2_y + ps2_dy_change;
		if (mouse_ps2_x_in > 640)
		begin
			mouse_ps2_x_in = 640;
		end
		if (mouse_ps2_x_in < 0)
		begin
			mouse_ps2_x_in = 0;
		end
		if (mouse_ps2_y_in > 480)
		begin
			mouse_ps2_y_in = 480;
		end
		if (mouse_ps2_y_in < 0)
		begin
			mouse_ps2_y_in = 0;
		end
	end
    int DistX_ps2, DistY_ps2;
    assign DistX_ps2 = DrawX - mouse_ps2_x;
    assign DistY_ps2 = DrawY - mouse_ps2_y;
    assign is_mouse = (DistX_ps2*DistX_ps2 + DistY_ps2*DistY_ps2) <= (Size*Size);
endmodule
module ps2(
           iSTART,    
           iRST_n,    
           iCLK_50,   
           PS2_CLK,   
           PS2_DAT,   
           BUTTON,    
           MOVX,      
           MOVY       
           ); 
input iSTART;
input iRST_n;
input iCLK_50;
inout PS2_CLK;
inout PS2_DAT;
output [2:0] BUTTON;
output [7:0] MOVX;
output [7:0] MOVY;
assign BUTTON = {leflatch,riglatch,midlatch};
assign MOVX = x_latch;
assign MOVY = y_latch;
parameter enable_byte =9'b011110100;
reg [1:0] cur_state,nex_state;
reg ce,de;
reg [3:0] byte_cnt,delay;
reg [5:0] ct;
reg [7:0] x_latch,y_latch,cnt;
reg [8:0] clk_div;
reg [9:0] dout_reg;
reg [32:0] shift_reg;
reg       leflatch,riglatch,midlatch;
reg       ps2_clk_in,ps2_clk_syn1,ps2_dat_in,ps2_dat_syn1;
wire      clk,ps2_dat_syn0,ps2_clk_syn0,ps2_dat_out,ps2_clk_out,flag;
parameter listen =2'b00,
          pullclk=2'b01,
          pulldat=2'b10,
          trans  =2'b11;
always@(posedge iCLK_50)
	begin
		clk_div <= clk_div+1;
	end
assign clk = clk_div[8];
assign PS2_CLK = ce?ps2_clk_out:1'bZ;
assign PS2_DAT = de?ps2_dat_out:1'bZ;
assign ps2_clk_out = 1'b0;
assign ps2_dat_out = dout_reg[0];
assign ps2_clk_syn0 = ce?1'b1:PS2_CLK;
assign ps2_dat_syn0 = de?1'b1:PS2_DAT;
always@(posedge clk)
	begin
		ps2_clk_syn1 <= ps2_clk_syn0;
		ps2_clk_in   <= ps2_clk_syn1;
		ps2_dat_syn1 <= ps2_dat_syn0;
		ps2_dat_in   <= ps2_dat_syn1;
	end
always@(*)
begin
   case(cur_state)
     listen  :begin
              if ((!iSTART) && (cnt == 8'b11111111))
                  nex_state = pullclk;
              else
                  nex_state = listen;
                         ce = 1'b0;
                         de = 1'b0;
              end
     pullclk :begin
              if (delay == 4'b1100)
                  nex_state = pulldat;
              else
                  nex_state = pullclk;
                         ce = 1'b1;
                         de = 1'b0;
              end
     pulldat :begin
                  nex_state = trans;
                         ce = 1'b1;
                         de = 1'b1;
              end
     trans   :begin
              if  (byte_cnt == 4'b1010)
                  nex_state = listen;
              else    
                  nex_state = trans;
                         ce = 1'b0;
                         de = 1'b1;
              end
     default :    nex_state = listen;
   endcase
end
always@(posedge clk)
begin
  if ({ps2_clk_in,ps2_dat_in} == 2'b11)
	begin
		cnt <= cnt+1;
    end
  else begin
		cnt <= 8'd0;
       end
end
assign flag = (cnt == 8'hff)?1:0;
always@(posedge ps2_clk_in,posedge flag)
begin
  if (flag)
     ct <= 6'b000000;
  else
     ct <= ct+1;
end
always@(posedge clk,negedge iRST_n)
begin
   if (!iRST_n) 
   begin
      leflatch <= 1'b0;
      riglatch <= 1'b0;
      midlatch <= 1'b0;
      x_latch  <= 8'd0;
      y_latch  <= 8'd0;
   end
   else if (cnt == 8'b00011110 && (ct[5] == 1'b1 || ct[4] == 1'b1))
   begin
      leflatch <= shift_reg[1];
      riglatch <= shift_reg[2];
      midlatch <= shift_reg[3];
      x_latch  <= x_latch+shift_reg[19 : 12];
      y_latch  <= y_latch+shift_reg[30 : 23];
   end
end
always@(posedge clk)
begin
  if (cur_state == pullclk)
     delay <= delay+1;
  else
     delay <= 4'b0000;
end
always@(negedge ps2_clk_in)
begin
  if (cur_state == trans)
     dout_reg <= {1'b0,dout_reg[9:1]};
  else
     dout_reg <= {enable_byte,1'b0};
end
always@(negedge ps2_clk_in)
begin
  if (cur_state == trans)
     byte_cnt <= byte_cnt+1;
  else
     byte_cnt <= 4'b0000;
end
always@(negedge ps2_clk_in)
begin
  if (cur_state == listen)
     shift_reg <= {ps2_dat_in,shift_reg[32:1]};
end
always@(posedge clk,negedge iRST_n)
begin
  if (!iRST_n)
     cur_state <= listen;
  else
     cur_state <= nex_state;
end
endmodule
```
**/design/flow/run.sh**
```bash
#!/bin/bash
# OpenROAD 26Q1-2900-gdf79404cd8, Yosys 0.63+post, stock flow scripts
make -C /OpenROAD-flow-scripts/flow DESIGN_CONFIG=/design/flow/config.mk WORK_HOME=/design/flow/orfs finish
```
**/design/flow/config.mk**
```make
export PLATFORM = sky130hd
export DESIGN_NAME = mouse
export DESIGN_NICKNAME = mouse
export VERILOG_FILES = /design/flow/design.v
export SDC_FILE = /design/flow/constraint.sdc
export NUM_CORES = 4
export LEC_CHECK = 1
export CORE_UTILIZATION = 40
```
**/design/flow/constraint.sdc**
```tcl
current_design mouse

set clk_period 32.9
set clk_io_pct 0.2

create_clock -name clk0 -period $clk_period [get_ports {Clk}]
create_clock -name clk1 -period $clk_period [get_ports {VGA_VS}]

set non_clock_inputs [all_inputs -no_clocks]
set_input_delay [expr $clk_period * $clk_io_pct] -clock clk0 $non_clock_inputs
set_output_delay [expr $clk_period * $clk_io_pct] -clock clk0 [all_outputs]
```
==> summary.txt <==
yosys + openroad results -> mean post-synth cell area=9.346 um^2, Floorplan Utilization=slightly above 40%, async set-reset flop share out of synthesis=around 13%, Port-buffer cells=between 100 and 150, XORs/XNORs by Area=4.531%, count of endpoints without a timing constraint=144, count of yosys warnings during synthesis=4, number of instances in the synthesized netlist=6,341, post-CTS setup buffer count=0, number of cells after detailed placement=8,412, most numerous cell in the Yosys netlist=sky130_fd_sc_hd__inv_1, leading cell types by count after synthesis=sky130_fd_sc_hd__inv_1, sky130_fd_sc_hd__fa_1, sky130_fd_sc_hd__nor2_1, outcome=stopped before the end, number of synthesized register bits=227, height of the die=386.9 um, last step reached=clock tree synthesis, Post-synth area hogs=sky130_fd_sc_hd__fa_1, sky130_fd_sc_hd__inv_1, sky130_fd_sc_hd__ha_1, post-synthesis instance area=just under 60,000 um^2, Cell Rows=140, portion of the post-synthesis area used by sequential elements=8.455%, worst slack after detailed placement=6266 ps, Multiplexer share=less than 1%, instance area at placement=63,460 um^2, register pins left without a clock=roughly 90, most area-hungry cell type in the Yosys netlist=sky130_fd_sc_hd__fa_1, Error Message=[error] [KeplerFormal.cpp:679] Workflow failed: Iso has multiple drivers: .PS2_DAT0, PS2_DAT$_SDFF_NN0_.Q0, Hold-fix buffers, CTS=0, DP Wirelength=~140,000 um, aoi share=5.918%, yosys cell count=6,341, final RePlAce weighted congestion=0.9622, die extent in x=between 300 and 400 um, # resized after CTS=0, largest family of logic cells by area=adder cells, post-synthesis share of cell area spent on and, or, nand and nor gates=10.15%, post-synth tally of flip-flops with integrated enable=32, number of unique standard cell types used by synthesis=91, post-synth area from yosys stat=59,270 um^2, area share of the leading cell type in the synthesized netlist=46.41%, adder share=57.88%, number of placed I/O pins=about 140, Main synth FF type=sky130_fd_sc_hd__dfxtp_1
metrics by stage:
step | util (%) | total power (uW)
after floorplan | - | 50680
after global placement | 43.38 | 62870
after detailed placement | 43.38 | 62970
cell families after synthesis:
logic type / Yosys count
AND-OR/OR-AND: 524
XOR/XNOR: 305
adder cells (fa/ha/maj): 1917
buffers and inverters: 1966
flip-flops: 227
multiplexers: 32
other: 1
AND/OR/NAND/NOR: 1369
Power figures rest on the tool's default switching activity, not on a simulated workload.
